--- /design/flow/constraint.sdc ---
current_design IFU

set clk_period 1.9
set clk_io_pct 0.2

create_clock -name clk0 -period $clk_period [get_ports {clock}]
create_clock -name clk1 -period $clk_period [get_ports {reset}]

set non_clock_inputs [all_inputs -no_clocks]
set_input_delay [expr $clk_period * $clk_io_pct] -clock clk0 $non_clock_inputs
set_output_delay [expr $clk_period * $clk_io_pct] -clock clk0 [all_outputs]
--- /design/flow/run.sh ---
#!/bin/bash
# OpenROAD 26Q1-2900-gdf79404cd8, Yosys 0.63+post, stock flow scripts
make -C /OpenROAD-flow-scripts/flow DESIGN_CONFIG=/design/flow/config.mk WORK_HOME=/design/flow/orfs finish
--- /design/flow/config.mk ---
export PLATFORM = sky130hd
export DESIGN_NAME = IFU
export DESIGN_NICKNAME = IFU
export VERILOG_FILES = /design/flow/design.v
export SDC_FILE = /design/flow/constraint.sdc
export NUM_CORES = 4
export LEC_CHECK = 1
export CORE_AREA = 10 10 70 70
export DIE_AREA = 0 0 80 80
--- /design/flow/design.v ---
module INST_MEM(
    input [31:0] PC,
    input reset,
    output [31:0] Instruction_Code,
    input clock
);
    reg [7:0] Memory [64:0];
    assign Instruction_Code = {Memory[PC+3],Memory[PC+2],Memory[PC+1],Memory[PC]};
    always @(posedge reset)
        begin
    {Memory[3],Memory[2],Memory[1],Memory[0]}   <= 32'h002081b3;
    {Memory[7],Memory[6],Memory[5],Memory[4]} <= 32'h404182b3;
    {Memory[11], Memory[10], Memory[9], Memory[8]} <= 32'h0061c3b3;
   	 end
endmodule
module IFU(
    input clock,reset,
    output [31:0] Instruction_Code
);
reg [31:0] PC = 0;
    INST_MEM instr_mem(
        .PC(PC), 
        .reset(reset), 
        .Instruction_Code(Instruction_Code), 
        .clock(clock)
        );
    always @(posedge clock, posedge reset)
    begin
        if(reset == 1)  
        PC <= 0;
        else
        PC <= PC+4;   
    end
endmodule
==> run summary <==
run results: outcome=finished, violations left, failing checks=negative setup slack, residual DRC count=0, core area=3420 sq um, worst slack, placed=-0.0190 ns, Yosys chip area=488 sq um, Worst R2R End=PC[6], total die size=6400 sq um, dominant cell type by area after synthesis=buf_4, syn avg cell area=9.21 sq um, count of boundary I/O pins=34, clock transition at the registers of the reported paths=0.04 ns, largest net degree at the start of global routing=7, Tool Warnings=36, Critical Path AT=1.60 ns, adder-cell share of the synthesized area=10.3%, overall overflow remaining after global route=0, layout cell share with drive strength beyond 1=38.6%, Final WS setup=-0.0802 ns, max-slew violations=0, RR Startpoint=PC[3], Largest cells by area=buf_4 (35%), dfrtp_1 (26%), ha_1 (10%), CP Capture Point=Instruction_Code[9], Top cells excl fill/tap=conb_1 (19), buf_4 (14), inv_1 (7), clkbuf_4 (6), PD cells=503 nW/um^2, ant diodes=0, Worst Path Max Fanout=4, overall power=0.393 mW, Synth Instances=53, antenna-violating nets left=0, P&R area growth vs syn=60.3%, Regs by FF count=PC (5), drt total wl=1160 um, Yosys reg bits=5, initial antenna violation count=0, Clock Power Share=72.7%, GR Layer Usage met3=2.61%, Unique cell types=16, Die Ht=80 um, CP Class=register to output port, hold_buf cts=0, DIE WIDTH=80 um, LEAKAGE=0.454 nW, hpwl dp=872 um, Crit. End Element=output port, grt met1 use=2.96%, hold slack=0.569 ns, CP Launch Type=register, cell total in the yosys stat output=53, switching part of the total power=30.6%, Biggest register=PC, total track usage=3.11%, Combinational Power Share=0.6%, CP startpoint=PC[2], r2r setup slk=0.63 ns, Layout Skew=0.00200 ns, setup repair after global routing missed its margin=yes, vias in the first global route=425, most instantiated logic cell after routing=conb_1, number of port buffers=13, MaxCap Viol Count=0, Hold Path Class=register to register, GP Congestion=0.680, DR WL/cell=8.63 um, Largest logic family=buffers and inverters, max reg flops=5, met2 Use GR=4.17%, Iteration-0 DRC Markers=10, R2R depth=6, DP Area=597 sq um, switching pwr=0.120 mW, Via Count=399, Non-Filler Instances=134, Critical Path RT=1.52 ns, floorplan utilization=14.3%, GR peak layer=met2, post-route cell area=782 sq um, first-pass GRT wire length=1640 um, P_int=0.273 mW, Simple Share, Synth=13.1%, mux share=0%, Warnings, synthesis=427, CTS tree=yes, AND-OR/OR-AND Cells, Area Fraction=6.41%, xor/xnor share=5.38%, Post-Syn Area=488 sq um, Setup Viol. Count Final=1, Rows=21, Worst IR Drop VDD=0.120 mV, Initial DRT Pass Iterations=2, placed insts=110, vias per inst=2.98, final hold viol count=0, sequential group share of total power=26.7%, top-area cell type share of the netlist area=35.4%, Seq share, synth=25.6%
-- critical path, stage by stage, from the launching register on --
cell and delay (ns):
dfrtp_1 0.42, inv_2 0.13, ha_4 0.16, nor2_1 0.05
nor2b_1 0.13, clkdlybuf4s50_1 0.48
-- worst min path at each step --
stage | startpoint | endpoint | slack [ns] | cells after the start
CTS | PC[4] | PC[4] | 0.57 | 1
finish | PC[4] | PC[4] | 0.57 | 1
global route | PC[4] | PC[4] | 0.61 | 1
-- Yosys cell counts --
cell / instances
o21a_1: 1
dfrtp_1: 5
ha_1: 4
nand3_1: 3
and2_2: 2
nor2b_1: 1
o31ai_1: 2
nor3_4: 1
nor2_1: 1
inv_1: 3
buf_4: 23
nand3b_1: 1
xnor2_1: 2
conb_1: 2
xor2_1: 1
o31a_1: 1
-- routing by layer --
layer	wire (um)	up-vias	part of all wire, %
met5	0	-	0
met4	19	0	1.6
met3	175	2	15
met2	533	22	46
met1	429	178	37
li1	-	197	-
-- power groups by stage --
stage | registers (mW) | logic, mW | clock network (mW)
6_report | 0.105 | 0.00225 | 0.286
5_1_grt | 0.105 | 0.00443 | 0.328
4_1_cts | 0.105 | 0.00366 | 0.306
-- cell families after synthesis --
group,count (synthesis)
DFF,5
buffers and inverters,26
xor gates and xnor gates,3
adders and majority gates,4
AOI/OAI and AO/OA,4
other,2
and+or+nand+nor,9
-- timing repair --
action                                  4_1_cts  5_1_grt
pin swaps                                     2        3
gates resized                                20       13
buffers inserted                              8        4
endpoints found under the setup margin       13        4
-- layout make-up --
cell class                      count  area, sq um
Clock buffer                        7         48.8
Clock inverter                      6         22.5
Fill cell                         369         2630
Inverter                            2         7.51
Multi-Input combinational cell     39          287
Sequential cell                     5          125
Tap cell                           46         57.6
Timing Repair Buffer               29          234
-- per-stage QoR --
step	util [%]	TNS, ns
final	22.9	-0.0802
after CTS	21.9	-0.309
after detailed placement	17.5	-0.0288
after global routing	22.9	-0.267
after global placement	17.5	0
after floorplan	-	0
Power is estimated from default activity; no workload was simulated.
