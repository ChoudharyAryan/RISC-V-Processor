`flow/design.v`:
```
module REG_FILE(
    input [4:0] read_reg_num1,
    input [4:0] read_reg_num2,
    input [4:0] write_reg,
    input [31:0] write_data,
    output reg [31:0] read_data1,
    output reg [31:0] read_data2,
    input regwrite,
    input clock,
    input reset
);
    reg [31:0] reg_memory [31:0];
    integer i;
    wire [31:0]actual_read1;
    wire [31:0]actual_read2;
    assign actual_read1 = (regwrite && (write_reg == read_reg_num1)) ? write_data : reg_memory[read_reg_num1];
    assign actual_read2 = (regwrite && (write_reg == read_reg_num2)) ? write_data : reg_memory[read_reg_num2];
    always @(posedge clock or posedge reset)
    begin
        if (reset) begin
            for (i = 0; i < 32; i = i + 1) begin
                reg_memory[i] <= i*i;
            end
            read_data1 <= 0;
            read_data2 <= 0;
        end
        else begin
            if (regwrite && (write_reg !=0)) begin
                reg_memory[write_reg] <= write_data;
            end
            read_data1 <= (read_reg_num1 == 0) ? 0 : actual_read1;
            read_data2 <= (read_reg_num2 == 0) ? 0 : actual_read2;
        end
    end
endmodule
```
`flow/run.sh`:
```
#!/bin/bash
# OpenROAD 26Q1-2900-gdf79404cd8, Yosys 0.63+post, stock flow scripts
make -C /OpenROAD-flow-scripts/flow DESIGN_CONFIG=/design/flow/config.mk WORK_HOME=/design/flow/orfs finish
```
`flow/config.mk`:
```
export PLATFORM = sky130hd
export DESIGN_NAME = REG_FILE
export DESIGN_NICKNAME = REG_FILE
export VERILOG_FILES = /design/flow/design.v
export SDC_FILE = /design/flow/constraint.sdc
export NUM_CORES = 4
export LEC_CHECK = 1
export CORE_UTILIZATION = 50
```
`flow/constraint.sdc`:
```
current_design REG_FILE

set clk_period 2.0
set clk_io_pct 0.2

create_clock -name clk0 -period $clk_period [get_ports {clock}]

set non_clock_inputs [all_inputs -no_clocks]
set_input_delay [expr $clk_period * $clk_io_pct] -clock clk0 $non_clock_inputs
set_output_delay [expr $clk_period * $clk_io_pct] -clock clk0 [all_outputs]
```
==> results.txt <==
yosys + openroad results -> total power=62.1 mW, Cell Pwr Density=910 mW/mm^2, sequential area share after synthesis=51.1%, final worst slack=-52.4 ps, root buf cell=clkbuf_16, initial antenna violation count=22, Fillers=7333, mean post-synth cell area=12.1 sq um, vias in the first global route=47500, Worst Skew=31.0 ps, reg-to-reg endpoint=read_data2[24]$_DFF_PP0_, slew margin rel.=38.1%, yosys cell count=4309, pin count of the biggest net entering global routing=80, Max Freq=0.487 GHz, Synth area leader=dfrtp_1, crit path DRT=2660 ps, DRC=0, layer carrying the most global-route usage=met1, Post-synth ARST share=100%, synth warn=2, peak supply drop=0.000978 V, Flop area=0.0266 sq mm, Area Growth Syn to Fin=31.4%, chip area=0.105 sq mm, core area=0.102 sq mm, critical path data arrival time=2710 ps, first-pass GRT wire length=384000 microns, Worst-Margin Slew=925 ps, final worst path period share=103%, Die Width=324 microns, Detail Route Antenna Nets=0, H-tree depth=3, clk slew on worst S/H paths=60 ps, via count=47800, Log Warnings=28, utilization after layout=66.7%, wire length per cell=43.3 microns, All-Layer GR Usage=55.8%, max_cap viols=0, top-count cell post-synth=mux2_2, Port Buffers=113, fp_density=50.8%, met1 usage=71.4%, Post-Synth AOI/OAI Area=16.0%, ys flops=1056, I/O pin cnt=114, Final Hold Violating Endpoints=0, Post-synth EDFFs=0, cell types with the highest counts after synthesis=987 x mux2_2, 955 x dfrtp_1, 482 x a22oi_1, grt met3 use=36.8%, Simple-Gate Area Share=6.85%, crit end category=flop, Crit Path Max Fanout=8, Max clock buf depth=3, die y size=324 microns, hold buffers post-CTS=0, adder-cell share of the synthesized area=0%, first-pass detailed-route iteration total=6, layout cells sized above 1=46.6%, Period minus WS final=2050 ps, failing checks=negative setup slack, Post-Syn Instances=4309, vias per cell=7.37, Synth Area in XOR/XNOR=0.135%, Max Slew Vio Count=0, worst reg-to-reg path cell count=6, Placer Congestion=1.06, Synth mux share=21.9%, Final Hold Slack=239 ps, met2 Usage GRT=70.5%, reg2reg start=reg_memory[26][24]$_DFFE_PP0P_, CTS tree=done, Setup violations, final=9, Yosys top cell area share=46.0%, Top area cell types=dfrtp_1 46%, mux2_2 21%, a22oi_1 7.0%, leakage power=29.8 nW, CTS Buf Count=112, Final HPWL DP=191000 microns, r2r setup slk=90 ps, Sink Count=1056, Cell Type Count=70, yosys synthesis chip area=0.0520 sq mm, pre-CTS setup slack=-1130 ps, Most used DFF post-synth=dfrtp_1, synthesized area=0.0520 sq mm, Critical Path Source Type=input pin, comb area leader=multiplexers, Combinational Area=0.0244 sq mm, std cell rows=117, DR iter-0 viols=5542, clock latency on the worst-skew pair=740 ps, min-delay worst type=input pin to asynchronous set/reset pin, final WL=281000 microns, WS Path Type=input pin to flop, Congestion Overflow GR=0, outcome=finished with violations
-- how the worst max path moves through the flow --
stage / startpoint / endpoint / slack, ps
CTS: read_reg_num2[2] / read_data2[15]$_DFF_PP0_ / -1
global route: read_reg_num1[0] / read_data1[14]$_DFF_PP0_ / -20
finish: read_reg_num1[3] / read_data1[25]$_DFF_PP0_ / -50
-- metal layers --
| layer | up-vias | share of wire (%) |
|---|---|---|
| met5 | - | 0.21 |
| met4 | 44 | 8.6 |
| met3 | 1475 | 17 |
| met2 | 4263 | 39 |
| met1 | 24000 | 35 |
| li1 | 18100 | - |
-- placed cells by master, fill, tap and decap left out, drive strengths merged, types with 10 or more instances in the layout --
cell,Yosys,routed
nor4,37,37
a22o,173,173
nor2,100,102
dfrtp,955,955
o21ai,147,147
nand3b,10,10
nand4,130,130
clkdlybuf4s50,0,87
mux2i,20,20
clkinv,0,20
a21oi,76,76
diode,0,13
nand2,165,165
mux2,992,992
nor3,53,53
nand3,114,114
a31oi,11,11
a221oi,191,191
bufinv,0,17
clkbuf,158,165
dlygate4sd2,0,16
buf,280,917
a22oi,482,482
or3,10,10
dfstp,101,101
nand2b,13,13
-- power breakdown --
group	total, mW	leakage (nW)	internal, mW	switching (mW)
Sequential	30.1	13.3	25.8	4.26
Clock	22.8	1.96	13.6	9.25
Combinational	9.21	14.5	5.10	4.11
-- sequential cells by signal, indices dropped and copies added, names as in the netlist --
signal	count
read_data2	32
reg_memory	992
read_data1	32
-- worst max-delay path, cell delays in order --
cell,delay (ps)
buf_2,180
or3_1,520
nor2_4,590
buf_4,380
buf_4,170
a22o_1,140
a221oi_1,50
nand4_1,90
nor3_1,50
o21ai_1,130
-- what timing repair did --
item	CTS	global route
resized	101	49
cloned	3	0
pin swaps	61	29
buffers inserted	85	17
endpoints found under the setup margin	77	52
-- cell type report --
| type | count | share of cell area [%] |
|---|---|---|
| Antenna cell | 13 | 0.0477 |
| Inverter | 5 | 0.0330 |
| Sequential cell | 1056 | 38.9 |
| Clock buffer | 164 | 4.80 |
| Timing Repair Buffer | 1024 | 16.9 |
| Tap cell | 1368 | 2.51 |
| Clock inverter | 48 | 1.08 |
| Multi-Input combinational cell | 2812 | 35.7 |
-- metrics by stage --
step | instance area [sq um] | instances | setup TNS, ps
after detailed placement | 62300 | 6161 | -421060
after floorplan | 52000 | 4309 | -
after global placement | 62300 | 6161 | -401340
after global routing | 68200 | 6479 | -130
final | 68300 | 6490 | -285
after CTS | 67700 | 6460 | -1.06
-- cell families (layout without fill, tap and decap cells) --
| kind of cell | after synthesis | in the layout |
|---|---|---|
| compound gates | 1112 | 1112 |
| flops | 1056 | 1056 |
| buf+inv | 443 | 1241 |
| other cells | 0 | 13 |
| xor+xnor | 8 | 8 |
| mux | 1012 | 1012 |
| simple gates | 678 | 680 |
Power is estimated from default activity; no workload was simulated.
